[design/flow/design.v]
module split(ibyte, icode, ifun);
    input [7:0] ibyte;
    output [3:0] icode;
    output [3:0] ifun;
    assign icode = ibyte[7:4];
    assign ifun = ibyte[3:0];
endmodule
module align(ibytes, need_regids, rA, rB, valC);
    input [71:0] ibytes;
    input need_regids;
    output [ 3:0] rA;
    output [ 3:0] rB;
    output [63:0] valC;
    assign rA = ibytes[7:4];
    assign rB = ibytes[3:0];
    assign valC = need_regids ? ibytes[71:8] : ibytes[63:0];
endmodule
module pc_increment(pc, need_regids, need_valC, valP);
    input [63:0] pc;
    input need_regids;
    input need_valC;
    output [63:0] valP;
    assign valP = pc + 1 + 8*need_valC + need_regids;
endmodule
module alu(aluA, aluB, alufun, valE, new_cc);
    input [63:0] aluA, aluB;  
    input [ 3:0] alufun;  
    output [63:0] valE;  
    output [ 2:0] new_cc;  
    parameter ALUADD = 4'h0;
    parameter ALUSUB = 4'h1;
    parameter ALUAND = 4'h2;
    parameter ALUXOR = 4'h3;
    assign valE =
    alufun == ALUSUB ? aluB - aluA :
    alufun == ALUAND ? aluB & aluA :
    alufun == ALUXOR ? aluB ^ aluA :
    aluB + aluA;
    assign new_cc[2] = (valE == 0);  
    assign new_cc[1] = valE[63];  
    assign new_cc[0] =  
    alufun == ALUADD ?
    (aluA[63] == aluB[63]) & (aluA[63] != valE[63]) :
    alufun == ALUSUB ?
    (~aluA[63] == aluB[63]) & (aluB[63] != valE[63]) :
    0;
endmodule
module cenrreg(out, in, enable, reset, resetval, clock);
parameter width = 8;
output [width-1:0] out;
reg [width-1:0] out;
input [width-1:0] in;
input enable;
input reset;
input [width-1:0] resetval;
input clock;
always
@(posedge clock)
begin
if (reset)
out <= resetval;
else if (enable)
out <= in;
end
endmodule
module preg(out, in, stall, bubble, bubbleval, clock);
parameter width = 8;
output [width-1:0] out;
input [width-1:0] in;
input stall, bubble;
input [width-1:0] bubbleval;
input clock;
cenrreg #(width) r(out, in, ~stall, bubble, bubbleval, clock);
endmodule
[design/flow/run.sh]
#!/bin/bash
# OpenROAD 26Q1-2900-gdf79404cd8, Yosys 0.63+post, stock flow scripts
make -C /OpenROAD-flow-scripts/flow DESIGN_CONFIG=/design/flow/config.mk WORK_HOME=/design/flow/orfs finish
[design/flow/config.mk]
export PLATFORM = sky130hd
export DESIGN_NAME = pc_increment
export DESIGN_NICKNAME = pc_increment
export VERILOG_FILES = /design/flow/design.v
export SDC_FILE = /design/flow/constraint.sdc
export NUM_CORES = 4
export LEC_CHECK = 1
export CORE_AREA = 10 10 95 95
export DIE_AREA = 0 0 105 105
[design/flow/constraint.sdc]
current_design pc_increment

set clk_period 16.3
set clk_io_pct 0.2

create_clock -name clk0 -period $clk_period

set non_clock_inputs [all_inputs -no_clocks]
set_input_delay [expr $clk_period * $clk_io_pct] -clock clk0 $non_clock_inputs
set_output_delay [expr $clk_period * $clk_io_pct] -clock clk0 [all_outputs]
==> impl_metrics.tcl <==
# metrics dict for downstream scripts
set metrics [dict create \
    outcome "finished clean" \
    crit_family "simple AND/OR/NAND/NOR gates" \
    drt_iter0_markers 51 \
    grt_overflow_total 0 \
    vias_per_cell 4.40 \
    setup_ws_ns 6.83 \
    hold_path.class "in -> out" \
    synth_warnings 0 \
    startpoint_type "primary input" \
    hold_viol 0 \
    postRouteAntennaNets 0 \
    p_int_uw 35.7 \
    path_buffers 4 \
    warnings 32 \
    endpoint_kind "primary output" \
    vias 1929 \
    pwr-share-clk_pct 0 \
    clockBufferCount 0 \
    fillers 731 \
    criticalPathCategory "in -> out" \
    crit_chain "clkdlybuf4s50_1, inv_1, ha_1, inv_1, ha_1, a31oi_1, nor4b_2, nand3_2, nor4_2, xor2_1, clkdlybuf4s50_1" \
    syn_area_mm2 0.00145 \
    antenna-diode-count 0 \
    peakVddDrop_mv 0.0129 \
    die_area_mm2 0.0110 \
    grt_pass1_wl_um 10500 \
    synthDistinctLibCells 27 \
    ys_chip_area_mm2 0.00145 \
    fp_util_pct 20.9 \
    p_comb_share_pct 100.0 \
    gp_congestion 0.856 \
    hold_buffers 0 \
    finalSetupViolations 0 \
    total_power_uw 53.7 \
    core-area_mm2 0.00691 \
    post_cts_resized 0 \
    pre_cts_slack_ns 6.81 \
    fin_area_mm2 0.00285 \
    rows 30 \
    critPathSlowestCell "clkdlybuf4s50_1" \
    post_drt_wl_per_cell_um 15.2 \
    io_buffer_count 130 \
    grt_max_degree 14 \
    seqPwrFrac_pct 0 \
    dr.pass1.iters 4 \
    drc_errors 0 \
    die_w_um 105 \
    cp.required_ns 13.04 \
    grt_pass1_vias 2051 \
    max_freq_ghz 0.106 \
    final_max_slew_viol_count 0 \
    die_h_um 105 \
    dp_hpwl_um 5890 \
    track_usage_pct 11.4 \
    avgSynthCellArea_um2 6.75 \
    setup_tns_ns 0 \
    power.switching_uw 18.0 \
    finalCriticalPeriod_ns 9.47 \
    drive_above_1_share_pct 5.85 \
    antenna_found_initial 0 \
    wirelength_um 6640 \
    rsz0062_at_grt "false" \
    critical_path_arrival_ns 6.21 \
    swShare_pct 33.5 \
    post_cts_buffers 0 \
    cp_max_fo 13 \
    ios 130 \
    period_used_pct 58.1 \
    syn_inst 214 \
    ys_cells 214 \
    relSlewSlack_pct 63.2 \
    p_leak_nw 1.00 \
    area_growth_pct 97.3 \
    cpPeakStageDelay_ns 0.49 \
    powerDensity_mw_per_mm2 18.8 \
    seq_cells 0 \
    layout.area.seq_um2 0 \
    placed_cell_area_mm2 0.00285 \
    synth_seq_share_pct 0 \
    worst_pin_slew_ns 0.549 \
    cap_violations 0 \
]
tightest hold or removal path, delay by kind of cell:
| kind | cells | cell delay (ns) |
|---|---|---|
| buf+inv | 2 | 0.88 |
| xor+xnor | 1 | 0.06 |
synth_stat cells (4+ instances only):
cell	instances	area share (%)
and3_1	6	2.6
and4_1	4	2.4
inv_1	10	2.6
nand2_1	31	8.1
nand3_1	19	6.6
nand4_1	16	6.9
nor2_1	25	6.5
nor3_1	7	2.4
nor3_2	7	4.8
nor4_2	5	4.3
xnor2_1	27	16
xor2_1	35	21
cells by family (layout without fill, tap and decap cells):
family	count (synthesis)	count (layout)	synth area share (%)
and+or+nand+nor	134	134	54.9
xor gates and xnor gates	62	62	37.6
buffers and inverters	12	140	3.64
adders and majority gates	3	3	2.60
AOI/OAI and AO/OA	3	3	1.30
area by class of cell:
class,instances,area [µm²],share of cell area (%)
multi-input cells,202,1390,48.8
repair buffers,130,1300,45.6
well taps,96,120,4.21
inverters,10,37.5,1.32
through the flow:
step | utilization (%) | cells | hold WS, ns
2_1_floorplan | - | 214 | 6.55
3_3_place_gp | 41.3 | 438 | 7.47
3_5_place_dp | 41.3 | 438 | 7.47
4_1_cts | 41.3 | 438 | 7.47
5_1_grt | 41.3 | 438 | 7.51
6_report | 41.3 | 438 | 7.46
placed cells by master, fill, tap and decap left out:
cell | netlist | final
nor4_1 | 3 | 3
nor2_1 | 25 | 25
nor4_4 | 1 | 1
nand3_1 | 19 | 19
nor4b_1 | 1 | 1
nand3_2 | 2 | 2
clkdlybuf4s50_1 | 0 | 130
a211oi_1 | 1 | 1
inv_1 | 10 | 10
nand4_2 | 1 | 1
and4_1 | 4 | 4
a21oi_1 | 1 | 1
a31oi_1 | 1 | 1
nor4b_2 | 1 | 1
nor4_2 | 5 | 5
nand4_1 | 16 | 16
nor3_1 | 7 | 7
nand2_1 | 31 | 31
nand4b_1 | 2 | 2
and3_1 | 6 | 6
xor2_1 | 35 | 35
xnor2_1 | 27 | 27
nand4_4 | 1 | 1
or2_2 | 2 | 2
ha_1 | 3 | 3
nor3_2 | 7 | 7
worst paths after layout:
kind	start	cells past startpoint	to	slack, ns
min	pc[63]	3	valP[63]	7.46
max	pc[0]	11	valP[56]	6.83
metal layers:
| layer | track usage, % | up-vias | part of all wire, % | wire, µm |
|---|---|---|---|---|
| met1 | 13.8 | 830 | 42 | 2780 |
| li1 | - | 1008 | - | - |
| met3 | 6.71 | 0 | 14 | 956 |
| met2 | 18.0 | 91 | 44 | 2900 |
| met4 | 0 | 0 | 0 | 0 |
| met5 | 0 | - | 0 | 0 |
power groups by stage:
stage	clock [mW]	sequential, mW	combinational (mW)
4_1_cts	0	0	0.0546
6_report	0	0	0.0537
5_1_grt	0	0	0.0589
Power is estimated from default activity; no workload was simulated.
