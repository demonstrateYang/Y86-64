`./config.mk`:
```
export PLATFORM = sky130hd
export DESIGN_NAME = ram
export DESIGN_NICKNAME = ram
export VERILOG_FILES = /design/flow/design.v
export SDC_FILE = /design/flow/constraint.sdc
export NUM_CORES = 4
export LEC_CHECK = 1
export CORE_UTILIZATION = 40
```
`./constraint.sdc`:
```
current_design ram

set clk_period 34.1
set clk_io_pct 0.2

create_clock -name clk0 -period $clk_period [get_ports {clock}]

set non_clock_inputs [all_inputs -no_clocks]
set_input_delay [expr $clk_period * $clk_io_pct] -clock clk0 $non_clock_inputs
set_output_delay [expr $clk_period * $clk_io_pct] -clock clk0 [all_outputs]
```
`./design.v`:
```
module bmemory(maddr, wenable, wdata, renable, rdata, m_ok,iaddr, instr, i_ok, clock);
parameter memsize = 8192;  
input [63:0] maddr;  
input wenable;  
input [63:0] wdata;  
input renable;  
output [63:0] rdata;  
output m_ok;  
input [63:0] iaddr;  
output [79:0] instr;  
output i_ok;  
input clock;
endmodule
module ram(clock, addrA, wEnA, wDatA, rEnA, rDatA,
addrB, wEnB, wDatB, rEnB, rDatB);
parameter wordsize = 8;  
parameter wordcount = 512;  
 parameter addrsize = 9;
 input clock;  
 input [addrsize-1:0] addrA;  
 input wEnA;  
 input [wordsize-1:0] wDatA;  
 input rEnA;  
 output [wordsize-1:0] rDatA;  
 input [addrsize-1:0] addrB;  
 input wEnB;  
 input [wordsize-1:0] wDatB;  
 input rEnB;  
 output [wordsize-1:0] rDatB;  
 reg [wordsize-1:0] mem[wordcount-1:0];
 always @(posedge clock)
 begin
 if (wEnA)
 begin
 mem[addrA] <= wDatA;
 end
 end
 assign rDatA = mem[addrA];
 always @(posedge clock)
  begin
 if (wEnB)
 begin
 mem[addrB] <= wDatB;
 end
 end
 assign rDatB = mem[addrB];
 endmodule
```
`./run.sh`:
```
#!/bin/bash
# OpenROAD 26Q1-2900-gdf79404cd8, Yosys 0.63+post, stock flow scripts
make -C /OpenROAD-flow-scripts/flow DESIGN_CONFIG=/design/flow/config.mk WORK_HOME=/design/flow/orfs finish
```
==> flow_summary.ini <==
; generated from flow reports
[outcome]
status = finished with violations
violations = capacitance limit, slew limit

[power_and_ir_drop]
p_comb_frac = 0.123
p_total_mw = 11.92
peakVddDrop_uv = 45.04
power_density_nw_per_um2 = 43.32
leakagePower_nw = 88.73
power_frac_clock = 0.411
p_sw_mw = 3.163
switching_share = 0.2655
seq_power_share = 0.466
p_int_mw = 8.753

[placed_design]
dp_slack_ps = 12190
numPortBuffers = 52
place_inst = 23776
gp_congestion = 1.106
dpl.hpwl_mm = 768.2

[critical_path]
path_max_fanout = 48
crit_chain = buf_16 -> buf_4 -> buf_4 -> buf_4 -> buf_4 -> buf_4 -> buf_4 -> buf_4 -> mux4_2 -> nand2_1 -> a21oi_1 -> buf_4 -> a211oi_2 -> o2111ai_1 -> or4_1 -> clkdlybuf4s50_1
startpoint_type = primary input
cp.arrival_ps = 15760
crit_type = primary input to primary output
cpMaxStageDelayCell = or4_1
cpMostUsedCell = buf_4
cp.required_ps = 27280
crit_path_end_kind = primary output
slowest_delay_ps = 1020

[timing]
tns_ps = 0
fin_crit_ps = 22580
fin_crit_sh = 0.6623
worst_pin_slew_ps = 1721
hold_violations = 0
slew_viol_final = 3
setup_viol = 0
setup_ws_ps = 11520
grt_setup_unrepaired = no
max_freq_ghz = 0.04428
whs_ps = 6358
max_slew_margin = -0.1512

[yosys]
synth_seq_share = 0.5000
synth-edff-count = 4096
synth_warnings = 1
yosysUniqueCellTypes = 88
synth_area_um2 = 246000
ys_sh_simple = 0.02973
postSynthAreaPerCell_um2 = 15.25
synthCells = 16136
synth-adder-area-share = 0
xor_share = 0
ff_type = edfxtp_1
synthAoiAreaFrac = 0.04582
ys_cells = 16136
top_logic_kind = multiplexers
ys_ff = 4096
async_reset_ff_frac = 0
ys_sh_mux = 0.3906
yosys_area_um2 = 246000

[floorplanning]
fp.dieW_um = 786.2
io_pins = 55
core.rowCount = 287
fp_util = 0.4021
dieArea_um2 = 618200
core-area_um2 = 611900
die.size.y_um = 786.2

[routing]
drtIter0Drc = 14039
wirelength_mm = 1108
wl_per_cell_um = 44.57
ant_nets = 0
firstDrtPassIters = 6
drc_errors = 0
routed_via_density = 6.740
vias = 167552

[grt]
grt_pass1_wl_mm = 1486
track_usage = 0.3836
antenna_found_initial = 151
grt_pass1_vias = 171133
grt_max_degree = 103
overflow = 0

[worst_hold_path]
min_path_type = primary input to register
hold_depth = 2

[finish]
comb_area_um2 = 115500
filler_cell_count = 53444
area_growth_pct = 11.82
final_common_cell = mux2_2
largest-register = mem
lay_top_cells = mux2_2 (4,169), edfxtp_1 (4,096), mux4_2 (1,783)
drive_gt1_frac = 0.4963
reg.largest.list = mem x4096
final_cells = 24858
flop_area_um2 = 123000
largest_reg_flops = 4096

[run]
warning_count = 37
drv_cap = 1

[clock_tree]
numCtsBuffers = 462
cts_root_buf = clkbuf_16
post_cts_resized = 0
tritoncts = yes
clk_pin_slew_worst_paths_ps = 60
clkSinkCount = 4096
clockBufferDepth = 4
htree_levels = 5
cts.hold.buffers_added = 0
cts_setup_buffers = 0
[metrics by stage]
stage,util,instance area [µm²]
global placement,0.4252,260200
detailed placement,0.4252,260200
floorplan,-,246000
finish,0.4496,275100
global route,0.4491,274800
CTS,0.4486,274500
[kinds of logic after synthesis]
logic type / count (synthesis)
simple gates: 1547
compound gates: 1714
buf+inv: 1941
flops: 4096
mux: 6838
[worst paths after layout]
| check | start | to | slack [ps] |
|---|---|---|---|
| max | addrB[1] | rDatB[3] | 11520 |
| min | wDatA[7] | mem[107][7] | 6360 |
[power by group through the flow]
| stage | Clock, mW | Sequential (mW) | Combinational, mW |
|---|---|---|---|
| after CTS | 4.94 | 5.55 | 1.41 |
| after global routing | 5.11 | 5.55 | 1.49 |
| final | 4.89 | 5.55 | 1.47 |
[layer usage]
metal | up-vias | part of all wire | routed length [µm] | GRT usage
met5 | - | 0.0061 | 6810 | 0.09977
met4 | 170 | 0.075 | 83350 | 0.2242
met3 | 2861 | 0.19 | 206900 | 0.3066
met2 | 11472 | 0.42 | 461100 | 0.4997
met1 | 86660 | 0.32 | 349800 | 0.4348
li1 | 66389 | - | - | -
[cell usage after synthesis (50+ instances only)]
master    number  area [µm²]
a21oi_1      173       865.8
a211oi_1      50       375.4
nor2_1       399        1498
nor2_2        56       350.3
o22ai_1      539        3372
clkbuf_1    1328        4985
edfxtp_1    4096      123000
buf_1        106       397.9
nand3_1      187       935.9
a22oi_1      252        1892
mux2i_1      879        8798
buf_4         78       585.6
a22o_1        68       595.6
nand2_1      511        1918
mux2_2      4169       46950
nand4_1      116       725.7
nor3_1        56       280.3
o21ai_0      337        1687
mux4_2      1783       40160
buf_2        372        1862
[critical path, delay by kind of cell]
kind	cells	cell delay, ps
mux	1	410
simple gates	2	1120
compound gates	3	1900
buf+inv	10	5250
[layout make-up]
type                            count  share of cell area
Antenna cell                      237            0.002156
Clock buffer                      578             0.04384
Clock inverter                    267            0.008232
Inverter                           18           0.0003457
Multi-Input combinational cell  10099              0.4198
Sequential cell                  4096              0.4471
Tap cell                         8092             0.03680
Timing Repair Buffer             1471             0.04173
